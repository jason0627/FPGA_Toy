<file path="flow/config.mk">
export PLATFORM = sky130hd
export DESIGN_NAME = mojo_top
export DESIGN_NICKNAME = mojo_top
export VERILOG_FILES = /design/flow/design.v
export SDC_FILE = /design/flow/constraint.sdc
export NUM_CORES = 4
export LEC_CHECK = 1
export CORE_UTILIZATION = 50
</file>
<file path="flow/constraint.sdc">
current_design mojo_top

set clk_period 4.4
set clk_io_pct 0.2

create_clock -name clk0 -period $clk_period [get_ports {clk}]

set non_clock_inputs [all_inputs -no_clocks]
set_input_delay [expr $clk_period * $clk_io_pct] -clock clk0 $non_clock_inputs
set_output_delay [expr $clk_period * $clk_io_pct] -clock clk0 [all_outputs]
</file>
<file path="flow/design.v">
`timescale 1ns / 1ps
module pwm(
	input clk,
	input rst,
	output pwmSignal_left,
	output pwmSignal_right,	
	output [7:0] ledOut,
	input [7:0] action
    );
reg [26:0] ctr_d, ctr_q;    
reg [1:0] direction;
reg [7:0] led_indicate;
reg pwmOut_left, pwmOut_right;
assign ledOut[7:0] = led_indicate[7:0];
assign pwmSignal_left = pwmOut_left;
assign pwmSignal_right = pwmOut_right;
localparam  IDLE = 8'b0011_0000,
			FORWARD = 8'b0011_0001,
			REVERSE = 8'b0011_0010,
			TURN_LEFT = 8'b0011_0011,
			TURN_RIGHT = 8'b0011_0100;
initial begin
	direction = IDLE;
end
always @(*) begin
	case(led_indicate)
	8'b0001_1000 : begin
		if (ctr_q[19:4]  < 16'd4687) begin
		pwmOut_right = 1'b1;
		pwmOut_left = 1'b1;
		end
		else begin
		pwmOut_right = 1'b0;	
		pwmOut_left = 1'b0;	
		end
		end
	8'b0000_0001 : begin
		if (ctr_q[19:4]  < 16'd3125) pwmOut_right = 1'b1;
		else pwmOut_right = 1'b0;
		if (ctr_q[19:4]  < 16'd6250) pwmOut_left = 1'b1;
		else pwmOut_left = 1'b0;
		end
	8'b1000_0000 : begin
		if (ctr_q[19:4]  < 16'd6250) pwmOut_right = 1'b1;
		else pwmOut_right = 1'b0;	
		if (ctr_q[19:4]  < 16'd3125) pwmOut_left = 1'b1;
		else pwmOut_left = 1'b0;		
		end		
	8'b0001_0000 : begin
		if (ctr_q[19:4]  < 16'd3125) begin
		pwmOut_right = 1'b1;
		pwmOut_left = 1'b1;
		end
		else begin
		pwmOut_right = 1'b0;	
		pwmOut_left = 1'b0;			
		end
		end		
	8'b0000_1000 : begin
		if (ctr_q[19:4]  < 16'd6250) begin
		pwmOut_left = 1'b1;
		pwmOut_right = 1'b1;
		end
		else begin
		pwmOut_left = 1'b0;		
		pwmOut_right = 1'b0;				
		end
		end		
	8'b0001_1000 : begin
		if (ctr_q[19:4]  < 16'd4687) begin
		pwmOut_right = 1'b1;
		pwmOut_left = 1'b1;
		end
		else begin
		pwmOut_right = 1'b0;		
		pwmOut_left = 1'b0;		
		end
		end	
	endcase
	case(action)
		IDLE : begin
		direction = IDLE;
		led_indicate = 8'b0001_1000;
		end
		FORWARD : begin
		direction = FORWARD;
		led_indicate = 8'b0000_0001;
		end
		REVERSE : begin
		direction = REVERSE;
		led_indicate = 8'b1000_0000;
		end
		TURN_LEFT : begin
		direction = TURN_LEFT;
		led_indicate = 8'b0001_0000;
		end
		TURN_RIGHT : begin
		direction = TURN_RIGHT;
		led_indicate = 8'b0000_1000;
		end
		default : begin
		direction = IDLE;
		led_indicate = 8'b0001_1000;		
		end
	endcase
end
always @(ctr_q) begin
	ctr_d = ctr_q + 1;
end
always @(posedge clk) begin
	if (rst) ctr_q <= 25'b0;
	else ctr_q <= ctr_d;
end
endmodule
module mojo_top(
    input clk,              	 
    input rst_n,			 
    input cclk,			 
    output[7:0]led,			 
    output spi_miso,
    input spi_ss,
    input spi_mosi,
    input spi_sck,
    output [3:0] spi_channel,
    input avr_tx,  
    output avr_rx,  
    input avr_rx_busy,  
    input button,
    input uart_rx,
    output uart_tx,
	output pwm_motor_left,
	output pwm_motor_right
    );
wire [7:0] uart_data;
wire rst = ~rst_n;  
reg [7:0] motor;
reg new_data;
assign spi_miso = 1'bz;
assign avr_rx = 1'bz;
assign spi_channel = 4'bzzzz;
serial_tx my_serial_tx (
	.clk(clk),
	.rst(rst),
	.tx(uart_tx),
	.data(8'b0010_1110),     
	.send(~button)
);
serial_rx my_serial_rx (
	.clk(clk),
	.rst(rst),
	.rx(uart_rx),
	.data(uart_data),
	.new_data(uart_new)
);
pwm my_pwm (
	.clk(clk),
	.rst(rst),
	.pwmSignal_left(pwm_motor_left),
	.pwmSignal_right(pwm_motor_right),	
	.ledOut(led),
	.action(motor)
);
always @(*) begin
	if(uart_new) motor = uart_data;
end
endmodule
`timescale 1ns / 1ps
module serial_rx #(
    parameter CLK_PER_BIT = 5208
  )(
    input clk,
    input rst,
    input rx,
    output [7:0] data,
    output new_data
  );
  parameter CTR_SIZE = $clog2(CLK_PER_BIT);
  localparam STATE_SIZE = 2;
  localparam IDLE 		= 2'd0,
			 WAIT_HALF  = 2'd1,
			 WAIT_FULL  = 2'd2,
			 WAIT_HIGH  = 2'd3;
  reg [CTR_SIZE-1:0] ctr_d, ctr_q;
  reg [2:0] bit_ctr_d, bit_ctr_q;
  reg [7:0] data_d, data_q;
  reg new_data_d, new_data_q;
  reg [STATE_SIZE-1:0] state_d, state_q = IDLE;
  reg rx_d, rx_q;
  assign new_data = new_data_q;
  assign data = data_q;
  always @(*) begin
    rx_d = rx;
    state_d = state_q;
    ctr_d = ctr_q;
    bit_ctr_d = bit_ctr_q;
    data_d = data_q;
    new_data_d = 1'b0;
    case (state_q)
      IDLE: begin
        bit_ctr_d = 3'b0;
        ctr_d = 1'b0;
        if (rx_q == 1'b0) begin
          state_d = WAIT_HALF;
        end
      end
      WAIT_HALF: begin
        ctr_d = ctr_q + 1'b1;
        if (ctr_q == (CLK_PER_BIT >> 1)) begin
          ctr_d = 1'b0;
          state_d = WAIT_FULL;
        end
      end
      WAIT_FULL: begin
        ctr_d = ctr_q + 1'b1;
        if (ctr_q == CLK_PER_BIT - 1) begin
          data_d = {rx_q, data_q[7:1]};
          bit_ctr_d = bit_ctr_q + 1'b1;
          ctr_d = 1'b0;
          if (bit_ctr_q == 3'd7) begin
            state_d = WAIT_HIGH;
            new_data_d = 1'b1;
          end
        end
      end
      WAIT_HIGH: begin
        if (rx_q == 1'b1) begin
          state_d = IDLE;
        end
      end
      default: begin
        state_d = IDLE;
      end
    endcase
  end
  always @(posedge clk) begin
    if (rst) begin
      ctr_q <= 1'b0;
      bit_ctr_q <= 3'b0;
      new_data_q <= 1'b0;
      state_q <= IDLE;
    end else begin
      ctr_q <= ctr_d;
      bit_ctr_q <= bit_ctr_d;
      new_data_q <= new_data_d;
      state_q <= state_d;
    end
    rx_q <= rx_d;
    data_q <= data_d;
  end
endmodule
`timescale 1ns / 1ps
module serial_tx #(
        parameter CLK_PER_BIT = 5208 
    )(
        input clk,
        input rst,
        output tx,
        input [7:0] data,
        input send
    );
    parameter CTR_SIZE = $clog2(CLK_PER_BIT);
    localparam STATE_SIZE = 2;
    localparam IDLE 	  = 2'd0,
			   START_BIT  = 2'd1,
			   DATA 	  = 2'd2,
			   STOP_BIT   = 2'd3;
    reg [CTR_SIZE-1:0] ctr_d, ctr_q;
    reg [2:0] bit_ctr_d, bit_ctr_q;
    reg [7:0] data_d, data_q;
    reg [STATE_SIZE-1:0] state_d, state_q = IDLE;
    reg tx_d, tx_q;
    assign tx = tx_q;
    always @(*) begin
        ctr_d = ctr_q;
        bit_ctr_d = bit_ctr_q;
        data_d = data_q;
        state_d = state_q;
        case (state_q)
            IDLE: begin
                    tx_d = 1'b1;
                    bit_ctr_d = 3'b0;
                    ctr_d = 1'b0;
                    if (send) begin
                        data_d = data;
                        state_d = START_BIT;
                    end
            end
            START_BIT: begin
                ctr_d = ctr_q + 1'b1;
                tx_d = 1'b0;
                if (ctr_q == CLK_PER_BIT - 1) begin
                    ctr_d = 1'b0;
                    state_d = DATA;
                end
            end
            DATA: begin
                tx_d = data_q[bit_ctr_q];
                ctr_d = ctr_q + 1'b1;
                if (ctr_q == CLK_PER_BIT - 1) begin
                    ctr_d = 1'b0;
                    bit_ctr_d = bit_ctr_q + 1'b1;
                    if (bit_ctr_q == 7) begin
                        state_d = STOP_BIT;
                    end
                end
            end
            STOP_BIT: begin
                tx_d = 1'b1;
                ctr_d = ctr_q + 1'b1;
                if (ctr_q == CLK_PER_BIT - 1) begin
                    state_d = IDLE;
                end
            end
            default: begin
                state_d = IDLE;
            end
        endcase
    end
    always @(posedge clk) begin
        if (rst) begin
            state_q <= IDLE;
            tx_q <= 1'b1;
        end else begin
            state_q <= state_d;
            tx_q <= tx_d;
        end
        data_q <= data_d;
        bit_ctr_q <= bit_ctr_d;
        ctr_q <= ctr_d;
    end
endmodule
</file>
<file path="flow/run.sh">
#!/bin/bash
# OpenROAD 26Q1-2900-gdf79404cd8, Yosys 0.63+post, stock flow scripts
make -C /OpenROAD-flow-scripts/flow DESIGN_CONFIG=/design/flow/config.mk WORK_HOME=/design/flow/orfs finish
</file>
==> impl_metrics.py <==
# Auto-generated metrics
metrics = {
    "final_timing": {
        "finalCritPeriodShare_pct": 79.51,
        "untimed_endpoints": 14,
        "min_period_ns": 3.498,
        "clock_skew_ns": 0.006994,
        "unclocked_pins": 10,
        "rsz0062_at_grt": "no",
        "setup_tns_ns": 0,
        "fmax_mhz": 285.8,
        "worstMarginPinSlew_ns": 0.7230,
        "slew_viol_final": 0,
        "setup_ws_ns": 0.9016,
        "setup_violations": 0,
        "hold_violations": 0,
        "slew_headroom_pct": 51.43,
    },
    "synth": {
        "top_area_share_pct": 31.28,
        "top_cells_by_count": "dfxtp_1, nor2_1, nand2_1",
        "ys_cells": 379,
        "syn-instance-count": 379,
        "syn_area_mm2": 0.003583,
        "async_reset_ff_share_pct": 0,
        "yosys_area_mm2": 0.003583,
        "top_cell": "dfxtp_1",
        "edf_count": 11,
        "yosysWarnings": 8,
        "syn_area_per_cell_um2": 9.455,
        "ys_seq_elements": 77,
        "synth_area_leader_cell": "dfxtp_1",
        "ys_types": 55,
        "ys.flop_type": "dfxtp_1",
        "top_cells_by_area": "dfxtp_1, edfxtp_1, ha_1",
    },
    "die": {
        "io_pins": 27,
        "num_rows": 30,
        "die_y_um": 86.66,
        "coreArea_mm2": 0.006869,
        "die_w_um": 86.66,
        "fp_util_pct": 52.17,
        "die_area_mm2": 0.007509,
    },
    "pwr": {
        "cellLeakagePower_uw": 0.001407,
        "power.density_mw_per_mm2": 389.4,
        "seq_power_share_pct": 46.0,
        "switchingPower_uw": 420.9,
        "total_power_uw": 1535,
        "p_int_uw": 1114,
        "p_clk_share_pct": 33.3,
        "switching_share_pct": 27.42,
        "comb_power_share_pct": 20.8,
        "peakVddDrop_uv": 207.6,
    },
    "job": {
        "timing.max_cap.violations": 0,
        "warnings": 39,
    },
    "grt": {
        "grt_pass1_wl_um": 10030,
        "grt_max_degree": 26,
        "first_global_vias": 2266,
        "gr-usage-all-layers_pct": 16.78,
        "grt-ovfl-total": 0,
        "antenna_found_initial": 0,
    },
    "clocking": {
        "cts_setup_buffers": 0,
        "cts_tree": "built",
        "cts.path.max_buffers": 2,
        "clkSlewWorstSetupHoldPaths_ns": 0.07,
        "post_cts_resized": 0,
        "htree_levels": 3,
        "cts_made_buffers": 9,
        "cts-root-buf": "clkbuf_8",
        "cts_hold_buf": 0,
        "clk_latency_ns": 0.34,
    },
    "place": {
        "hpwl_um": 3808,
        "pre_cts_ws_ns": 1.252,
        "place_congestion": 0.7866,
        "placed_area_mm2": 0.003744,
        "port_buffers": 10,
    },
    "worst_setup_path": {
        "worstSetupPathType": "reg2out",
        "critPathMaxFanout": 4,
        "end_kind": "primary output",
        "worstPathCellList": "or3_1, a2111oi_0, a21oi_1, nand2b_1, o211ai_1, dlxtn_1, clkdlybuf4s50_1",
        "cp.arrival_ns": 2.62,
        "cp-start-kind": "flop",
        "cp_data_required_time_ns": 3.52,
        "slowest_delay_ns": 0.44,
        "crit_slowest_cell": "or3_1",
    },
    "layout": {
        "areaGrowthSynthToFinish_pct": 9.986,
        "design_area_mm2": 0.003941,
        "drive_gt1_share_pct": 5.276,
        "nFillCells": 614,
    },
    "drt": {
        "firstDrtPassIters": 4,
        "route.final.wire_length_um": 5650,
        "num_vias": 2505,
        "antenna_cells": 0,
        "drt_iter0_drc": 98,
        "viasPerCell": 5.071,
        "wl_per_cell_um": 11.44,
        "antenna_left": 0,
        "drc": 0,
    },
    "run_status": {
        "outcome": "finished clean",
    },
    "hold_path": {
        "hp-class": "reg2reg",
    },
}
==> worst max-delay path: cells and delay by family, from the launching register on <==
| kind | cells | cell delay [ns] |
|---|---|---|
| and+or+nand+nor | 2 | 0.59 |
| DFF | 1 | 0.32 |
| latches | 1 | 0.35 |
| AOI/OAI and AO/OA | 3 | 0.58 |
| buffers and inverters | 1 | 0.44 |
==> placed cells by master, fill, tap and decap left out, types with 4 or more instances in the layout <==
master and n:
nand2_1 26, nor3_1 9, clkdlybuf4s50_1 10, mux2i_1 6, ha_1 17, xnor2_1 22, clkbuf_8 11, nor2_1 37
nand4_1 4, dlxtp_1 8, dfxtp_1 56, conb_1 12, or3_1 9, a21oi_1 6, a21boi_0 6, nor2b_1 9
inv_1 14, and2_1 15, o21ai_0 15, xor2_1 13, edfxtp_1 11, and3_1 7, nand3_1 21
==> sequential cells by signal (all words and copies together), names as in the netlist, 3 cells and up <==
register                count
my_serial_rx.bit_ctr_q      3
my_pwm.ctr_q               20
my_serial_tx.ctr_q         13
my_serial_rx.ctr_q         13
motor                       8
my_serial_tx.bit_ctr_q      3
my_serial_rx.data_q         8
==> kinds of logic after synthesis <==
| logic type | after synthesis | synth area share, % |
|---|---|---|
| and+or+nand+nor | 162 | 24.34 |
| DFF | 67 | 40.50 |
| AOI/OAI and AO/OA | 47 | 9.881 |
| xor gates and xnor gates | 35 | 8.554 |
| buffers and inverters | 33 | 4.504 |
| adders and majority gates | 17 | 5.936 |
| latches | 10 | 4.190 |
| muxes | 7 | 1.990 |
| other | 1 | 0.1046 |
==> power groups by stage <==
stage | combinational [uW] | clock (uW) | sequential, uW
5_1_grt | 360 | 552 | 712
4_1_cts | 323 | 525 | 706
6_report | 319 | 510 | 705
==> final cells by class <==
| class | instances | area, um2 | share of cell area [%] |
|---|---|---|---|
| inverters | 14 | 52.55 | 1.333 |
| clock inverters | 2 | 35.03 | 0.8889 |
| well taps | 96 | 120.1 | 3.048 |
| multi-input cells | 280 | 1862 | 47.24 |
| flip-flops and latches | 77 | 1602 | 40.64 |
| repair buffers | 11 | 107.6 | 2.730 |
| clock buffers | 14 | 162.7 | 4.127 |
==> final timing paths <==
| path | start | to | slack [ns] | depth (start not counted) |
|---|---|---|---|---|
| setup / recovery | my_pwm.ctr_q[19] | pwm_motor_right | 0.90 | 7 |
| hold / removal | my_serial_rx.data_q[1] | my_serial_rx.data_q[0] | 0.44 | 0 |
| setup reg to reg | my_serial_rx.ctr_q[2] | my_serial_rx.data_q[2] | 2.17 | 3 |
| hold reg to reg | my_serial_rx.data_q[1] | my_serial_rx.data_q[0] | 0.44 | 0 |
==> per-layer routing <==
metal / GRT usage, % / share of wire, % / vias to the layer above
li1: - / - / 1319
met1: 27.44 / 55 / 1146
met2: 24.82 / 41 / 30
met3: 2.705 / 2.7 / 10
met4: 2.576 / 1.6 / 0
met5: 0 / 0 / -
==> through the flow <==
| stage | hold slack [ns] | instances | utilization, % |
|---|---|---|---|
| CTS | 0.4477 | 494 | 57.38 |
| global route | 0.4579 | 494 | 57.38 |
| global placement | 0.4287 | 478 | 54.50 |
| detailed placement | 0.4318 | 478 | 54.50 |
| finish | 0.4434 | 494 | 57.38 |
| floorplan | 0.4211 | 390 | - |
Power and IR drop assume default switching activity.
